**flow/run.sh**
```bash
#!/bin/bash
# OpenROAD 26Q1-2900-gdf79404cd8, Yosys 0.63+post, stock flow scripts
make -C /OpenROAD-flow-scripts/flow DESIGN_CONFIG=/design/flow/config.mk WORK_HOME=/design/flow/orfs finish
```
**flow/config.mk**
```make
export PLATFORM = sky130hd
export DESIGN_NAME = fir_7_7
export DESIGN_NICKNAME = fir_7_7
export VERILOG_FILES = /design/flow/design.v
export SDC_FILE = /design/flow/constraint.sdc
export NUM_CORES = 4
export LEC_CHECK = 1
export CORE_UTILIZATION = 30
```
**flow/constraint.sdc**
```tcl
current_design fir_7_7

set clk_period 14.4
set clk_io_pct 0.2

create_clock -name clk0 -period $clk_period [get_ports {clk}]

set non_clock_inputs [all_inputs -no_clocks]
set_input_delay [expr $clk_period * $clk_io_pct] -clock clk0 $non_clock_inputs
set_output_delay [expr $clk_period * $clk_io_pct] -clock clk0 [all_outputs]
```
**flow/design.v**
```verilog
`timescale 1ns / 1ps
module fir_7_7(
    input clk,
    input rst,
    input [7:0] weight_data,
    input [2:0] weight_idx,
    input weight_valid,
    output weight_ready,
    input [7:0] input_data,
    input input_valid,
    output input_ready,
    output [15:0] output_data,
    input output_ready,
    output output_valid 
    );
    reg i_ready;
    reg w_ready;
    assign input_ready = i_ready;
    assign weight_ready = w_ready;
    wire [15:0] products [6:0];
    wire [15:0] sums [ 5:0];
    reg [7:0] inputs [6:0];
    reg [7:0] weights [6:0];
    reg [15:0] result;
    assign output_data = result;
    reg output_valid_delay;
    reg output_valid_r;
    assign output_valid = output_valid_r;
    always@(posedge clk)
    begin
        if(input_valid & input_ready)
            output_valid_delay <= 1;
        else
            output_valid_delay <= 0;
        output_valid_r = output_valid_delay;
    end
    always@(posedge clk)
    begin
        if(rst)
        begin
            inputs[0] <= 0;
            inputs[1] <= 0;
            inputs[2] <= 0;
            inputs[3] <= 0;
            inputs[4] <= 0;
            inputs[5] <= 0;
            inputs[6] <= 0;
            weights[0] <= 0;
            weights[1] <= 0;
            weights[2] <= 0;
            weights[3] <= 0;
            weights[4] <= 0;
            weights[5] <= 0;
            weights[6] <= 0;
            result <= 0;
            i_ready <= 0;
            w_ready <= 0;
        end else begin
            i_ready <= 1;
            w_ready <= 1;
            if(weight_ready & weight_valid)begin
                weights[weight_idx] <= weight_data;
            end
            if(input_valid & input_ready)begin
                inputs[0] <= input_data;
                inputs[1] <= inputs[0];
                inputs[2] <= inputs[1];
                inputs[3] <= inputs[2];
                inputs[4] <= inputs[3];
                inputs[5] <= inputs[4];
                inputs[6] <= inputs[5];
            end
            if(output_valid & output_ready)begin
                result <= sums[5];
            end
        end
    end
    multiplier m0(inputs[0], weights[0], products[0]);
    multiplier m1(inputs[1], weights[1], products[1]);
    multiplier m2(inputs[2], weights[2], products[2]);
    multiplier m3(inputs[3], weights[3], products[3]);
    multiplier m4(inputs[4], weights[4], products[4]);
    multiplier m5(inputs[5], weights[5], products[5]);
    multiplier m6(inputs[6], weights[6], products[6]);
    adder a0(products[0], products[1], sums[0]);
    adder a1(products[2], products[3], sums[1]);
    adder a2(products[4], products[5], sums[2]);
    adder a3(products[6], sums[0], sums[3]);
    adder a4(sums[1], sums[2], sums[4]);
    adder a5(sums[3], sums[4], sums[5]);
endmodule
module adder(
    input [15:0] addend1,
    input [15:0] addend2,
    output [15:0] sum
    );
    assign sum = addend1 + addend2;
endmodule
module multiplier(
    input [7:0] weight_data,
    input [7:0] input_data,
    output [15:0] product
    );
    assign product = weight_data * input_data;
endmodule
```
==> impl_table.tex <==
% Implementation results table
\begin{tabular}{lr}
\hline
Metric & Value \\
\hline
\multicolumn{2}{l}{\textbf{Status}} \\
Run status & complete, no violations \\
\multicolumn{2}{l}{\textbf{Min path}} \\
Type of the most critical hold path & reg -> reg \\
\multicolumn{2}{l}{\textbf{Yosys}} \\
Largest cells by area & fa\_1, ha\_1, inv\_1, and2\_1, dfxtp\_1 \\
Flip-flops with a built-in enable & 48 \\
Yosys-reported design area after synthesis & 19,900 um2 \\
Commonest cells in the netlist & inv\_1, fa\_1, nand2\_1, and2\_1, ha\_1 \\
Sequential-to-total area share from yosys stat & 15.6\% \\
Per-instance average area after synthesis & 9.41 um2 \\
Flip-flop and latch count after synthesis & 131 \\
Dominant synthesized flop cell & dfxtp\_1 \\
Library cell with the highest instance count after synthesis & inv\_1 \\
Cell type with the highest aggregate area in the netlist & fa\_1 \\
Number of distinct library cell variants in the gate-level netlist after synthesis & 40 \\
Dominant cell area share & 40.4\% \\
Cell count after synthesis & 2,113 \\
Cell area after synthesis & 19,900 um2 \\
Warning count from the yosys run & 3 \\
Number of cell instances after yosys synthesis & 2,113 \\
Share of synthesized registers carrying an async set or reset & 0\% \\
\multicolumn{2}{l}{\textbf{Placement}} \\
DPL Wire Length & 45,400 um \\
IO Port Bufs & 42 \\
Final GP Congestion & 0.959 \\
\multicolumn{2}{l}{\textbf{Timing}} \\
Hold slack final & 0.351 ns \\
Slew Limit Headroom & 44.9\% \\
TNS Setup & 0 ns \\
Setup repair after global routing missed its margin & no \\
Count of pins over their slew limit & 0 \\
Final setup violation count & 0 \\
Slew at the pin closest to its max-slew limit & 0.826 ns \\
Crit share post-route & 52.1\% \\
Fmax & 133 MHz \\
Shortest clock period the worst path allows after layout & 7.50 ns \\
Final number of hold-violating endpoints & 0 \\
Setup Skew & 0.0140 ns \\
\multicolumn{2}{l}{\textbf{Setup path}} \\
Worst Setup End Kind & flip-flop \\
CP startpoint & weights[6][2] \\
Worst setup path endpoint & result[14] \\
Required time worst endpoint & 14.77 ns \\
Critical R2R Capture & result[14] \\
Worst endpoint data arrival time & 7.87 ns \\
Crit Path Class & reg -> reg \\
Critical path peak fanout & 9 \\
Depth of the worst register-to-register path & 24 \\
Worst reg-to-reg setup slack & 6.90 ns \\
Startpoint of the worst register-to-register path & weights[6][2] \\
Worst Setup Start Kind & flip-flop \\
\multicolumn{2}{l}{\textbf{Flow run}} \\
Number of maximum-capacitance constraint violations & 0 \\
Log Warnings & 25 \\
\multicolumn{2}{l}{\textbf{Clocking}} \\
Number of hold-repair buffers added at the cts stage & 0 \\
Number of cells upsized or downsized after cts & 0 \\
Number of buffers on the longest clock path & 2 \\
Skew-Pair Late Insertion Delay & 0.49 ns \\
CTS sink count & 131 \\
Clock-pin slew of the registers on the worst-case setup and hold paths & 0.07 ns \\
Level count of the clock H-tree & 4 \\
Buffers inserted during post-CTS setup optimization & 0 \\
Clock tree from TritonCTS & yes \\
Clock tree root driver cell & clkbuf\_16 \\
TritonCTS Buffers & 17 \\
\multicolumn{2}{l}{\textbf{Cells and area}} \\
Share of cells above drive strength 1 & 2.22\% \\
Area growth from synthesis to layout & 9.30\% \\
\multicolumn{2}{l}{\textbf{Route}} \\
Vias & 13,200 \\
Remaining antenna violation count after routing & 0 \\
Routed wire length & 54,500 um \\
Wire per inst & 18.2 um \\
Final antenna diode count & 0 \\
Via-per-instance ratio & 4.41 \\
\# DRC & 0 \\
First drt pass iteration count & 5 \\
Violation count after the first detailed-routing iteration & 458 \\
\multicolumn{2}{l}{\textbf{Floorplanning}} \\
Die Y & 259 um \\
Die Span X & 259 um \\
Floorplan utilization & 30.3\% \\
Floorplan core area & 65,600 um2 \\
Die area & 67,300 um2 \\
Top-level I/O count & 43 \\
FP Rows & 94 \\
\multicolumn{2}{l}{\textbf{Global routing}} \\
Number of global-route vias before repair & 14,700 \\
All-Layer GR Usage & 18.1\% \\
Sum of overflow across all layers after global routing & 0 \\
Largest net degree at the start of global routing & 57 \\
Global-route wire length before repair & 86,100 um \\
Initial antenna violation count & 3 \\
\multicolumn{2}{l}{\textbf{Power}} \\
Worst vdd ir & 90.1 uV \\
Cell leakage power & 0.0105 uW \\
Total power density per cell area & 43.8 nW/um2 \\
\hline
\end{tabular}
-- placed cells by master (no fill, tap or decap), drive strengths merged, types with 2 or more instances in the layout --
cell	instances
clkinv	5
clkinvlp	2
buf	7
xnor2	22
clkdlybuf4s50	41
nand4	2
a211oi	5
dfxtp	83
nor2	58
o21bai	2
a21oi	78
and2	295
o21ai	13
nand2	305
a21o	4
nand3b	2
edfxtp	48
nand3	5
mux2i	8
o211ai	2
clkbuf	19
ha	183
inv	512
xor2	5
fa	401
-- power by group --
part	switching [uW]	leakage (uW)	total, uW	internal (uW)
logic	59.8	0.00905	94.5	34.7
registers	16.7	0.00119	408	391
clock network	196	0.000286	450	254
-- metal layers --
metal  GRT usage (%)  vias to the layer above  part of all wire, %
met2            26.5                      428                   44
met1            23.3                     6515                   40
met3            11.7                       55                   14
li1                -                     6173                    -
met5               0                        -                    0
met4            2.99                        0                  2.2
-- layout make-up --
| class | count | area, um2 |
|---|---|---|
| well taps | 864 | 1080 |
| multi-input cells | 1403 | 14600 |
| clock buffers | 19 | 464 |
| flip-flops and latches | 131 | 3100 |
| repair buffers | 48 | 460 |
| inverters | 507 | 1900 |
| clock inverters | 13 | 123 |
| fillers | 6674 | 43900 |
-- cells by family (layout without fill, tap and decap cells) --
logic type | after synthesis | in the layout | share of synthesized area [%]
mux | 9 | 9 | 0.459
flops | 131 | 131 | 15.6
buf+inv | 579 | 587 | 11.0
xor+xnor | 28 | 28 | 1.30
simple gates | 672 | 672 | 16.6
compound gates | 110 | 110 | 3.18
fa+ha+maj | 584 | 584 | 51.9
-- critical path, cell delays in order (launching register included) --
cell and delay [ns]:
dfxtp_1 0.49, nand2_1 0.13, fa_1 0.58, inv_1 0.06, fa_1 0.49, inv_1 0.05
fa_1 0.50, inv_1 0.06, fa_1 0.55, inv_1 0.06, fa_1 0.49, fa_1 0.52
inv_1 0.06, fa_1 0.50, fa_1 0.49, inv_1 0.05, fa_1 0.50, inv_1 0.06
ha_1 0.39, a21o_1 0.21, a21oi_1 0.14, o211ai_1 0.14, a31o_2 0.29, a21oi_1 0.17
mux2_2 0.34
-- flip-flops by register name, summed over array words and instances, names as in the netlist --
name,cells
output_valid_r,1
weights,56
output_valid_delay,1
inputs,56
result,16
w_ready,1
-- stage by stage --
| step | util [%] | power [uW] | instance area, um2 | cells | setup WS (ns) |
|---|---|---|---|---|---|
| 3_5_place_dp | 32.2 | 511 | 21100 | 2953 | 6.93 |
| 6_report | 33.1 | 952 | 21700 | 2985 | 6.90 |
| 3_3_place_gp | 32.2 | 511 | 21100 | 2953 | 6.96 |
| 4_1_cts | 33.1 | 967 | 21700 | 2985 | 6.88 |
| 2_1_floorplan | - | 465 | 19900 | 2113 | 7.32 |
| 5_1_grt | 33.1 | 992 | 21700 | 2985 | 6.53 |
-- worst min path at each step --
stage,from,endpoint,depth (start not counted)
final,output_valid_delay,output_valid_r,0
after global routing,output_valid_delay,output_valid_r,0
after CTS,output_valid_delay,output_valid_r,0
Power is estimated from default activity; no workload was simulated.
